### flow/constraint.sdc
current_design PC_Branch

set clk_period 1.8
set clk_io_pct 0.2

create_clock -name clk0 -period $clk_period

set non_clock_inputs [all_inputs -no_clocks]
set_input_delay [expr $clk_period * $clk_io_pct] -clock clk0 $non_clock_inputs
set_output_delay [expr $clk_period * $clk_io_pct] -clock clk0 [all_outputs]
### flow/config.mk
export PLATFORM = sky130hd
export DESIGN_NAME = PC_Branch
export DESIGN_NICKNAME = PC_Branch
export VERILOG_FILES = /design/flow/design.v
export SDC_FILE = /design/flow/constraint.sdc
export NUM_CORES = 4
export LEC_CHECK = 1
export CORE_AREA = 10 10 70 70
export DIE_AREA = 0 0 80 80
### flow/design.v
module PC_Branch(value1,value2,branch,PCSrc);
  input [31:0]value1;
  input [31:0]value2;
  input branch;
  output reg PCSrc;
  always@(*)
  if(branch&&value1==value2)
    PCSrc=1;
  else
    PCSrc=0;
endmodule
### flow/run.sh
#!/bin/bash
# OpenROAD 26Q1-2900-gdf79404cd8, Yosys 0.63+post, stock flow scripts
make -C /OpenROAD-flow-scripts/flow DESIGN_CONFIG=/design/flow/config.mk WORK_HOME=/design/flow/orfs finish
==> ds_physical_params.txt <==
Table: implementation figures

Parameter                              Value

Outcome
  Status    finished, final reports clean

Detailed routing
  Drt via density    ~3.6
  First-iteration detailed-routing DRC count    5
  Wire per inst    12.27 microns
  Total number of vias    between 500 and 600
  Remaining design rule violation count    0
  Overall routed net length    around 1900 microns
  First-pass iteration count of the detailed router    2
  Number of routed nets with antenna violations    0
  Antenna diode count    0

Worst hold path
  Hold Path End    PCSrc
  Kind of path behind the tightest hold check    input pin to primary output
  Cell count of the worst hold path    6
  Start point of the worst hold path    value2[0]

Placed design
  Pre-CTS WS    -798.4 ps
  Total of buffers placed on input and output ports    approximately 66
  Half-perimeter wire length after detailed placement    about 1800 microns
  Placed cell area    1074 sq um
  Routability cong.    0.8264
  Count of placed standard cells including taps    around 160

Synth
  Register share after synthesis    0%
  Dominant cells by area after synthesis    sky130_fd_sc_hd__xor2_1 (76%), sky130_fd_sc_hd__nor4_1 (12%), sky130_fd_sc_hd__nand3_1 (2.8%), sky130_fd_sc_hd__nor3_2 (2.8%), sky130_fd_sc_hd__xnor2_1 (2.5%)
  Tally of unique sky130hd cells used after synthesis    7
  Dominant cell area share    76.41%
  Synthesis Warnings    1
  Cells in synth_stat.txt    44
  Average cell area after synthesis    8.076 sq um
  Cell accounting for the most synthesized area    sky130_fd_sc_hd__xor2_1
  Yosys stat chip area    355.3 sq um
  Number of instances in the synthesized netlist    about 44
  Netlist Area Pre-Place    355.3 sq um

Floorplanning
  Row cnt    21
  Die ar.    6400 sq um
  Count of boundary I/O pins    66
  Width of the chip    ~80 microns
  Core Box Area    3416 sq um
  Pre-Place Util    roughly a tenth
  Floorplan die height    80 microns

Timing
  Clock period minus final worst setup slack    1763 ps
  Final Worst Setup Slack    between 30 and 40 ps
  Portion of the clock cycle consumed by the worst path in the final layout    between 90 and 100%
  RSZ-0062 raised after global routing    true
  Worst Max-Slew Pin Slew    254.1 ps
  Final Max-Slew Violation Tally    0
  Highest Clock Rate    roughly 570 MHz
  Count of endpoints failing hold in the final timing report    0
  Worst slew margin relative to its limit    82.92%
  Finish-stage setup viols    0

Final layout
  Multi-input logic area    approximately 400 sq um
  Seq. cell area    0 sq um
  Final sequential cell count    0
  Utilization after layout    26.70%
  Number of clock buffer instances in the layout    0
  Area overhead of the layout relative to synthesis    156.7%
  Final design instance area without fill    912.1 sq um
  Filler cells    420
  Fraction of layout instances using a drive strength above 1    41.82%
  Non-filler cells in the finished layout    156

Power
  Overall power    ~160 uW
  Leakage power figure    0.4418 nW
  Worst vdd rail ir drop    ~46 uV
  Areal power density over the cells    180.3 nW/um^2

Clocking
  Count of hold buffers inserted by post-cts repair    0
  Count of buffers added by post-CTS timing repair for setup    0

Critical path
  Maximum fanout along the worst path    1
  Element type at the critical path start    input pin
  Data arrival, critical path    1400 ps
  Data required, critical path    1440 ps
  Endpoint type of the worst setup path    primary output
  Kind of critical path    input pin to primary output

Global route
  Pin count of the biggest net entering global routing    2
  Antenna violations before repair    0
  Global-route wire length before repair    2842 microns
  Remaining global-route overflow    0
  Combined global-route utilization of all metal layers    between 5 and 6%
  Vias in the first global route    619

Job
  Total number of warnings across the stage logs    33
  Maxcap violations    0
-- layer usage --
layer / global-route usage [%] / wire length, microns
met1: 7.119 / 801
met2: 7.384 / 651
met3: 3.864 / 462
met4: 0 / 0
met5: 0 / 0
-- area by class of cell --
| cell class | instances | area share [%] |
|---|---|---|
| timing repair buffer | 66 | 50.34 |
| multi-input combinational | 44 | 43.35 |
| tap | 46 | 6.310 |
-- critical path, stage by stage --
cell	delay, ps
sky130_fd_sc_hd__buf_6	100
sky130_fd_sc_hd__xor2_2	160
sky130_fd_sc_hd__nor4_2	310
sky130_fd_sc_hd__nand4_1	180
sky130_fd_sc_hd__nor3_2	170
sky130_fd_sc_hd__buf_2	120
-- report_power, final --
| part | switching [mW] | internal, mW |
|---|---|---|
| logic | 0.0614 | 0.103 |
| registers | 0 | 0 |
| clock network | 0 | 0 |
-- worst max-delay path by stage --
stage | from | end | slack [ps]
5_1_grt | value2[0] | PCSrc | -20
6_report | value2[3] | PCSrc | 40
4_1_cts | value2[20] | PCSrc | 0.8
-- cell families after synthesis --
group and share of synthesized area (%):
XOR/XNOR 78.87, AND/OR/NAND/NOR 21.13
-- cells in the final DEF, fill, tap and decap left out, types with 2 or more instances in the layout --
master,count
sky130_fd_sc_hd__clkbuf_2,31
sky130_fd_sc_hd__xor2_1,29
sky130_fd_sc_hd__dlygate4sd2_1,15
sky130_fd_sc_hd__clkdlybuf4s15_1,9
sky130_fd_sc_hd__buf_2,6
sky130_fd_sc_hd__nor4_2,4
sky130_fd_sc_hd__nor4_1,3
sky130_fd_sc_hd__clkdlybuf4s50_1,3
sky130_fd_sc_hd__xor2_2,2
sky130_fd_sc_hd__nand3_1,2
sky130_fd_sc_hd__buf_6,2
-- Yosys cell counts --
| library cell | n |
|---|---|
| sky130_fd_sc_hd__nand3_1 | 2 |
| sky130_fd_sc_hd__nand4_1 | 1 |
| sky130_fd_sc_hd__nor3_1 | 1 |
| sky130_fd_sc_hd__nor3_2 | 1 |
| sky130_fd_sc_hd__nor4_1 | 7 |
| sky130_fd_sc_hd__xnor2_1 | 1 |
| sky130_fd_sc_hd__xor2_1 | 31 |
-- metrics by stage --
stage          hold WS, ps  TNS (ps)
3_3_place_gp          1660    -797.8
4_1_cts               1311         0
2_1_floorplan        813.3         0
6_report              1251         0
3_5_place_dp          1662    -798.4
5_1_grt               1294    -24.53
-- timing repair --
item | 4_1_cts | 5_1_grt
setup endpoints to repair | 1 | 1
resized | 103 | 59
endpoints found under the hold margin | 0 | 0
pin swaps | 32 | 29
No activity file was given, so power comes from the tool's default toggle rates.
